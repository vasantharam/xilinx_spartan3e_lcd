[flow/design.v]
`timescale 1ns / 1ps
module hello(clk, LED_F12, LCD_E, LCD_RS, LCD_RW, DB, SF_CE0,
                  BTN_NORTH, BTN_SOUTH, BTN_WEST, BTN_EAST
    );
input clk, BTN_NORTH, BTN_SOUTH, BTN_WEST, BTN_EAST;
output reg LED_F12, LCD_RS, LCD_E, LCD_RW, SF_CE0;
output reg [3:0] DB;
reg [0:(128*8)-1] first_line = "Hello World. This is a verilog module displaying on the LCD.                                                                   ";
reg [0:(128*8)-1] second_line = "Second line of text. This is a string stored as a bit array.                                                                   ";
reg [31:0] lcd_init_waits[9-1:0];  
reg [31:0] cmd_waits [ 5-1:0 ];  
reg [1:0] disp_state = 0;
reg [1:0] disp_state_nxt = 0;
reg [31:0] init_counter;
reg [31:0] cmd_counter;
reg [13:0] btn_counter;
reg [31:0] wait_after_clear;
reg [7:0] current_command;
reg [8:0] display_init_commands [0:3] ;
reg [8:0] send_data_commands [17*2-1:0] ;
reg [3:0] current_init_step;
reg [2:0] current_cmd_step;
reg clear_display;
reg display_change;
reg btn_north_detected, btn_east_detected, btn_west_detected;
reg btn_east, btn_west, btn_north;
reg [5:0] cur_ptr;
integer loop;
reg cmd_ready;
reg cmd_or_data; reg [7:0] cmd; reg cmd_valid;
reg [1:0] cmd_state;
reg [1:0] cmd_state_nxt;
initial
begin
    disp_state <= 0;
    disp_state_nxt <= 0;
    clear_display <= 0;
    display_change <= 0;
    cur_ptr <= 0;
    init_counter <= 0;
    cmd_counter <=0;
    LCD_E <= 0;
    DB <= 3'h3;
    current_init_step <=0;
    current_cmd_step <=0;
    current_command <= 0;
    lcd_init_waits [0] = 750000 ;
				lcd_init_waits [1] = 750000 + 12 ;
				lcd_init_waits [2] = 750000 + 12 + 205000 ;
				lcd_init_waits [3] = 750000 + 12 + 205000 + 12 ;
				lcd_init_waits [4] = 750000 + 12 + 205000 + 12 + 5000;
				lcd_init_waits [5] = 750000 + 12 + 205000 + 12 + 5000 + 12 ;
				lcd_init_waits [6] = 750000 + 12 + 205000 + 12 + 5000 + 12 + 2000 ;
				lcd_init_waits [7] = 750000 + 12 + 205000 + 12 + 5000 + 12 + 2000 + 12 ;
				lcd_init_waits [8] = 750000 + 12 + 205000 + 12 + 5000 + 12 + 2000 + 12 + 2000 ;
    cmd_waits[0] = 1; 
	cmd_waits[1] = 1 + 15;
	cmd_waits[2] = 1 + 15 + 50;
	cmd_waits[3] = 1 + 15 + 50 + 15;
	cmd_waits[4] = 1 + 15 + 50 + 15 + 4000;
    loop <=0;
    LED_F12 <= 0;
    wait_after_clear <= 0;
    cmd_state <= 0;
    cmd_state_nxt <= 0;
    cmd_ready <= 1;
    cmd_valid <= 0;
    btn_east <= 0;
    btn_west <= 0;
    btn_north <= 0;
    btn_east_detected <= 0;
    btn_west_detected <= 0;   
    btn_north_detected <= 0;    
            display_init_commands[0] <= {1'b0, 8'h28};
            display_init_commands[1] <= {1'b0, 8'b110}; 
            display_init_commands[2] <= {1'b0, 8'h0c}; 
            display_init_commands[3] <= {1'b0, 8'b1};
end
always @(posedge clk)
begin
    if (btn_north != BTN_NORTH)
    begin
        btn_north_detected <= 1;
        btn_north <= BTN_NORTH;
    end
    else btn_north_detected <= 0;
    if (btn_east != BTN_EAST)
    begin
        btn_east_detected <= 1;
        btn_east <= BTN_EAST;
    end
    else btn_east_detected <= 0;
    if (btn_west != BTN_WEST)
    begin
        btn_west_detected <= 1;
        btn_west <= BTN_WEST;
    end
    else btn_west_detected <= 0;
    if (disp_state == 3)
    begin
        if (btn_east_detected == 1 && btn_east == 1)
        begin
            display_change <= 1;
            cur_ptr = cur_ptr + 6'b1;
        end
        if (btn_west_detected == 1 && btn_west == 1)
        begin
            display_change <= 1;
            if (cur_ptr != 0) cur_ptr = cur_ptr - 6'b1;
        end
        if (btn_north_detected == 1 && btn_north == 1)
        begin
            clear_display <= 1;
        end
    end
    if (display_change == 1)
    begin
        LED_F12 <= ~LED_F12;
        display_change <= 0;
    end
    if (clear_display == 1)
        clear_display <= 0;
end
task write_command_nibble;
    input [3:0] cmd;
    begin
        LCD_RW <= 0;
        DB = cmd;
        LCD_E <=1;    
     end
endtask
task write_pause;
    LCD_E <= 0;
endtask
task write_cmd_or_data(input [31:0] index, input cmd_or_data_, input [7:0] cmd_);
    begin
    if ((cmd_ready != 0) && (cmd_valid == 0))
    begin
        if (cmd_ready == 1)
        begin
            cmd_or_data <= cmd_or_data_;
            cmd <= cmd_;
            cmd_valid <= 1;
        end
    end
    if ((cmd_ready == 0) && (cmd_valid == 1)) 
    begin
        cmd_valid <= 0;
        current_command <= current_command + 1;
    end
    end
endtask
always @(posedge clk)
begin
    case (cmd_state)
        0:
        begin
            if (cmd_valid == 1)
            begin
                cmd_state_nxt <= 1;
                cmd_ready <= 0;
            end
            cmd_counter <= 0;
            current_cmd_step <= 0;
        end
        1:        
        begin
            LCD_RS <= cmd_or_data;
            if (cmd_counter == cmd_waits [ current_cmd_step] )
            begin
                case (current_cmd_step)
                    0: write_command_nibble( cmd [7:4] );
                    1: LCD_E <= 0;
                    2: write_command_nibble( cmd [3:0] );
                    3: LCD_E <= 0;
                    4: 
                        begin
                            cmd_state_nxt <= 0;
                            cmd_ready <= 1;
                        end
                endcase
                current_cmd_step <= (current_cmd_step + 3'h1);
            end 
            cmd_counter <= cmd_counter + 1;
        end
    endcase
    cmd_state <= cmd_state_nxt;
end
always @(posedge clk)
begin
    case (disp_state)
        0:
        begin
            SF_CE0 <= 1;
            if (init_counter == lcd_init_waits[current_init_step]) 
            begin
                if (current_init_step != 9-1)
                    current_init_step <= (current_init_step + 4'h1);                
            end
            if (current_init_step == 9-1) 
            begin
                disp_state_nxt <= 1;
                current_init_step <= 0;
                init_counter <= 0;
            end
            else 
            begin
                init_counter <= init_counter + 1;    
            end
            end 
        1:
        begin
            if (current_command < 4) 
                write_cmd_or_data( current_command, display_init_commands[current_command][8], display_init_commands[current_command][7:0]  );
            if ((current_command==4) && (cmd_ready != 0) && wait_after_clear <= 82000 ) wait_after_clear <= wait_after_clear + 1;
            if (wait_after_clear > 82000) begin
                wait_after_clear <=0;
                current_command <= 0;
                disp_state_nxt <= 2;
            end
        end
        2:
        begin
            send_data_commands[0] <= {1'b0, 8'h80};
            for (loop = 1; loop < 17; loop = loop + 1)
            begin
                send_data_commands[loop] <= {1'b1, first_line[(loop+cur_ptr)*8+:8] };
            end
            send_data_commands[17] <= {1'b0, 8'h80 | 8'h40};
            for (loop = 18; loop < 34; loop = loop + 1)
            begin
                send_data_commands[loop] <= {1'b1, second_line[(loop-17+cur_ptr)*8+:8] };
            end
            if (current_command < 34) write_cmd_or_data(current_command, send_data_commands[current_command][8], send_data_commands[current_command][7:0]);
            if ( (current_command==34) && (cmd_ready != 0) && (cmd_valid == 0) ) 
            begin
                current_command <= 0;
                disp_state_nxt <= 3; 
            end
        end
        3:
        begin
            if (clear_display) disp_state_nxt <= 1;
            if (display_change) disp_state_nxt <= 2;
        end
        default:
        begin
        end
    endcase
    disp_state <= disp_state_nxt;
end
endmodule
[flow/run.sh]
#!/bin/bash
# OpenROAD 26Q1-2900-gdf79404cd8, Yosys 0.63+post, stock flow scripts
make -C /OpenROAD-flow-scripts/flow DESIGN_CONFIG=/design/flow/config.mk WORK_HOME=/design/flow/orfs finish
[flow/config.mk]
export PLATFORM = sky130hd
export DESIGN_NAME = hello
export DESIGN_NICKNAME = hello
export VERILOG_FILES = /design/flow/design.v
export SDC_FILE = /design/flow/constraint.sdc
export NUM_CORES = 4
export LEC_CHECK = 1
export CORE_UTILIZATION = 40
[flow/constraint.sdc]
current_design hello

set clk_period 14.6
set clk_io_pct 0.2

create_clock -name clk0 -period $clk_period [get_ports {clk}]

set non_clock_inputs [all_inputs -no_clocks]
set_input_delay [expr $clk_period * $clk_io_pct] -clock clk0 $non_clock_inputs
set_output_delay [expr $clk_period * $clk_io_pct] -clock clk0 [all_outputs]
==> impl_metrics.toml <==
# physical design summary
[clock_network]
cts_resized = 0
cts_buffers = 43
clock-sinks = 373
cts_max_path_buffers = 3
hold_buffers = 0
worstSkewPairLatency_ns = 0.60
cts_setup_buffers = 0
path_clk_slew_ns = 0.06
cts_tree = "yes"
cts_htree_levels = 2
ctsRootBufferMaster = "clkbuf_16"

[placed_design]
numPortBuffers = 10
gp_congestion = 1.08
dp_hpwl_um = 121000
pre_cts_ws_ns = 9.71
place_inst = 5361

[global_routing]
grt_pass1_wl_um = 248000
grtUsageTotal_pct = 39.5
antenna_found_initial = 17
grt_max_degree = 102
grt.overflow.total = 0
grt_pass1_vias = 34400

[route]
wire_per_inst_um = 31.9
avgViaCountPerCell = 6.97
dr.pass1.iters = 7
num_vias = 37900
drtIter0Drc = 5625
drcViolationCount = 0
ant_nets = 0
totalWireLength_um = 174000

[die]
coreArea_um2 = 87200
ioPinCount = 14
chip_area_um2 = 89500
fp-utilization_pct = 40.5
dieWidth_um = 299
rows = 108
fp.dieH_um = 299

[yosys]
synthTopCellsByArea = "edfxtp_1, nand2_1, a21oi_1"
edf_count = 333
netlist-cell-type-count = 109
ys.flop_type = "edfxtp_1"
ys_warn_count = 2
ys_area_um2 = 35300
syn_avg_cell_area_um2 = 7.89
synthCells = 4479
yosysTopAreaCellShare_pct = 28.3
syn_area_um2 = 35300
ys_cells = 4479
ys_seq_share_pct = 30.6
yosysTopAreaCell = "edfxtp_1"
ys_ff = 373
synth-async-reset-ratio_pct = 0

[layout]
fin_cells = 5445
fillers = 8726
drive_gt1_share_pct = 9.40
syn_to_final_growth_pct = 6.65

[worst_setup_path]
reg2reg_depth = 11
critPathMaxFanout = 44
arrival_ns = 5.57
reg2reg_to = "send_data_commands[11][3]"
r2r_start = "cur_ptr[2]"
required_ns = 14.89
start_kind = "flop"
reg2reg_slack_ns = 9.32
cp-startpoint = "cur_ptr[2]"
worstSetupPathType = "reg -> reg"
worstSetupEndpointType = "flop"
crit_path_end = "send_data_commands[11][3]"

[final_timing]
period_used_pct = 36.2
slew_viol_final = 0
grt_setup_unrepaired = "false"
fin_crit_ns = 5.28
finalHoldViolCount = 0
setup_viol = 0
fin_skew_ns = 0.0311
final.setup.worst_slack_ns = 9.32
max_slew_margin_pct = 12.6
tightest_slew_ns = 1.31
timing.setup.tns_ns = 0
max_freq_mhz = 189

[run_status]
status = "complete, no violations"

[power_and_ir_drop]
power-per-cell-area_nw_per_um2 = 59.0
vdd_drop_max_v = 0.0000834
power_mw = 2.22
leakage_nw = 12.7

[worst_hold_path]
hold_path.class = "reg -> reg"

[run]
drv_cap = 0
warnings = 74
-- cell usage in the layout, fill, tap and decap left out, drive strengths merged, types with 19 or more instances in the layout --
master / count
nand2: 543
nor4: 25
and2: 20
and3: 28
xnor2: 99
o311ai: 40
o22ai: 54
mux4: 36
dfxtp: 40
clkbuf: 47
o32ai: 24
nand2b: 59
o211ai: 117
inv: 54
a221oi: 60
a32oi: 20
xor2: 62
mux2i: 53
nand3: 146
a211oi: 111
or3: 19
o221ai: 39
a31oi: 72
nor2b: 56
nand4: 45
o21ai: 354
a2111oi: 21
edfxtp: 333
nor3: 112
a21oi: 409
clkinv: 26
buf: 169
o31ai: 22
nor2: 501
a311oi: 44
ha: 63
a22oi: 88
-- synth_stat cells (all sizes together), types with 18 or more instances --
master / instances
o21ai: 354
nand2: 543
xnor2: 99
o22ai: 54
and3: 28
ha: 63
a21oi: 409
mux2i: 53
edfxtp: 333
nor2: 501
clkbuf: 204
a211oi: 111
nand2b: 59
o311ai: 40
nor2b: 56
or3: 19
buf: 263
o2111ai: 18
a32oi: 20
nand4: 45
nor4: 25
o32ai: 24
xor2: 62
dfxtp: 40
o31ai: 22
o221ai: 39
a2111oi: 21
a221oi: 60
and2: 20
a22oi: 88
nand3: 146
inv: 48
a31oi: 72
mux4: 36
o211ai: 117
nor3: 112
a311oi: 44
-- critical path: stages, from the launching register on --
cell	delay (ns)
edfxtp_1	0.32
buf_4	0.44
inv_2	0.39
buf_4	0.38
ha_4	0.64
buf_4	0.49
buf_4	0.53
and2_1	0.52
nand3_1	0.24
o31ai_1	0.12
a2111oi_0	0.15
a311oi_1	0.67
-- how the worst min path moves through the flow --
| stage | startpoint | endpoint | slack [ns] | cells after the start |
|---|---|---|---|---|
| after CTS | cmd_state_nxt[0] | cmd_state[0] | 0.35 | 0 |
| after global routing | cmd_state_nxt[0] | cmd_state[0] | 0.34 | 0 |
| final | cmd_state_nxt[0] | cmd_state[0] | 0.34 | 0 |
-- cells by family (layout without fill, tap and decap cells) --
group | count (synthesis) | count (layout) | synth area share (%)
DFF | 373 | 373 | 30.6
other | 2 | 22 | 0.0213
muxes | 101 | 101 | 4.18
buffers and inverters | 522 | 313 | 6.74
AOI/OAI and AO/OA | 1635 | 1635 | 30.7
and+or+nand+nor | 1621 | 1621 | 21.0
adders and majority gates | 64 | 64 | 2.26
xor gates and xnor gates | 161 | 161 | 4.60
-- report_power, final --
part / internal, mW / total (mW) / leakage [nW] / switching, mW
logic: 0.00382 / 0.0110 / 8.46 / 0.00716
registers: 1.15 / 1.15 / 3.54 / 0.00168
clock network: 0.602 / 1.06 / 0.669 / 0.459
total: 1.75 / 2.22 / 12.7 / 0.467
-- final cells by class --
class                   instances  area, µm²  share of cell area, %
multi-input cells            3599      22400                   59.6
well taps                    1155       1450                   3.84
clock inverters                32        290                  0.771
clock buffers                  47       1090                   2.90
inverters                      55        209                  0.555
repair buffers                179       1380                   3.67
flip-flops and latches        373      10800                   28.7
diodes                          5       12.5                 0.0332
-- metrics by stage --
stage	hold slack [ns]	utilization, %	area (µm²)
2_1_floorplan	0.323	-	35400
3_3_place_gp	0.326	41.6	36300
3_5_place_dp	0.332	41.6	36300
4_1_cts	0.345	43.2	37700
5_1_grt	0.345	43.2	37700
6_report	0.341	43.2	37700
-- layer usage --
metal / vias up / wire, µm / global-route usage [%] / part of all wire, %
li1: 16600 / - / - / -
met1: 17800 / 64700 / 53.6 / 37
met2: 2849 / 69600 / 53.2 / 40
met3: 650 / 26600 / 18.1 / 15
met4: 34 / 12600 / 21.1 / 7.2
met5: - / 326 / 0.899 / 0.19
-- registers in the layout, indices dropped and copies added (netlist names), 2 cells and up --
register and cells:
init_counter 32, DB 4, disp_state 2, cur_ptr 6
current_init_step 4, cmd 8, current_command 8, cmd_counter 32
send_data_commands 224, wait_after_clear 32, current_cmd_step 3, disp_state_nxt 2
No activity file was given, so power comes from the tool's default toggle rates.
